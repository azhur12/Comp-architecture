==> design/flow/config.mk <==
export PLATFORM = sky130hd
export DESIGN_NAME = alu
export DESIGN_NICKNAME = alu
export VERILOG_FILES = /design/flow/design.v
export SDC_FILE = /design/flow/constraint.sdc
export NUM_CORES = 4
export LEC_CHECK = 1
export CORE_UTILIZATION = 40
==> design/flow/constraint.sdc <==
current_design alu

set clk_period 22.2
set clk_io_pct 0.2

create_clock -name clk0 -period $clk_period

set non_clock_inputs [all_inputs -no_clocks]
set_input_delay [expr $clk_period * $clk_io_pct] -clock clk0 $non_clock_inputs
set_output_delay [expr $clk_period * $clk_io_pct] -clock clk0 [all_outputs]
==> design/flow/design.v <==
module alu(a, b, ALUControl, res, zero);
    input [31:0] a, b;
    input [2:0] ALUControl;
    output reg [31:0] res;
    output reg zero;
    always @(*) begin
        #1;
        if (ALUControl == 3'b000) begin
            res = a & b;
        end
        if (ALUControl == 3'b001) begin
            res = a | b;
        end
        if (ALUControl == 3'b010) begin
            res = a + b;
        end
        if (ALUControl == 3'b110) begin
            res = a - b;
        end
        if (ALUControl == 3'b111) begin
            if (a < b) begin
                res = 1;
            end
            else begin
                res = 0;
            end
        end
        if (a - b == 0) begin
            zero = 1;
        end
        else begin
            zero = 0;
        end
    end
endmodule
==> design/flow/run.sh <==
#!/bin/bash
# OpenROAD 26Q1-2900-gdf79404cd8, Yosys 0.63+post, stock flow scripts
make -C /OpenROAD-flow-scripts/flow DESIGN_CONFIG=/design/flow/config.mk WORK_HOME=/design/flow/orfs finish
==> flow_summary.yaml <==
# synthesis and place-and-route metrics
cts:
  postCtsResizedCells: 0
  cts_hold_buffers: 0
  post_cts_buffers: 0
critical_path:
  cp.required_ns: 17.76
  crit_path_start: "a[23]"
  crit_type: "in2out"
  start_kind: "input pin"
  arrival_ns: 9.52
  cp-end-kind: "output pin"
  crit_fanout: 15
final_layout:
  syn_to_final_growth_pct: 17.1
  logic_area_um2: 5190
  largest_register_ffs: 32
  drive_gt1_share_pct: 4.55
  fin_util_pct: 48.3
  regArea_um2: 480
  nFillCells: 1607
  lay_top_cells: "ha_1 (103), clkdlybuf4s50_1 (100), a21oi_1 (97)"
  fin_area_um2: 7370
  lay_top_count: "ha_1"
global_routing:
  antenna_found_initial: 1
  grt_max_degree: 29
  grt_pass1_wl_um: 35600
  grt_overflow: 0
  grt_pass1_vias: 6401
  grt_usage_pct: 28.5
logic_synthesis:
  synth-main-ff-cell: "dlxtn_1"
  ys_cells: 922
  ys_seq_elements: 32
  ys_area_um2: 6290
  synthCells: 922
  yosys_warnings: 1
  synthArstFlopShare_pct: 0
  synth-edff-count: 0
  synth_cell_types: 86
  synth_area_um2: 6290
  avgSynthCellArea_um2: 6.82
final_timing:
  rsz0062_at_grt: "false"
  finalClockPeriodUsage_pct: 62.9
  relSlewSlack_pct: 37.7
  final_hold_viol_count: 0
  hold_ws_ns: 10.25
  tns_ns: 0
  unclocked_pins: 32
  finalMaxSlewViolations: 0
  fmax_mhz: 71.7
  setup_viol: 0
  untimed_endpoints: 64
  finalCriticalPeriod_ns: 13.96
  worstMarginPinSlew_ns: 0.931
floorplanning:
  die_area_um2: 16200
  ios: 100
  chipWidth_um: 127
  row_count: 45
  core_um2: 15300
  fp.dieH_um: 127
  fp_util_pct: 41.2
route:
  viasPerCell: 5.78
  wl_per_cell_um: 19.2
  post-route-drc-count: 0
  drt_iter0_markers: 685
  wirelength_um: 23000
  num_vias: 6935
  drtAntennaViolNets: 0
  n_antenna_cell: 0
  dr.pass1.iters: 5
worst_hold_path:
  min_path_type: "in2out"
  holdCritStartpoint: "b[31]"
power:
  ir_drop_uv: 10.7
  leakagePower_nw: 3.26
  pwr_density_cell_nw_per_um2: 26.1
placed_design:
  gp_congestion: 0.981
  hpwl_um: 18000
  portBuffers: 100
  place_area_um2: 7370
status:
  status: "finished clean"
run:
  warning_count: 103
  drv_cap: 0
==> synthesized netlist by cell type, types with 5 or more instances <==
master    instances  share of area (%)
xnor2_1          26                3.6
nand3_1          11               0.88
o221ai_1         10                1.4
o22ai_1          19                1.9
nor3_1           20                1.6
nor4_1            8               0.80
nand4_1          10               0.99
o21a_1            7               0.84
nor2b_1          11                1.1
a211oi_1         15                1.8
xor2_1            5               0.70
nand2_1          76                4.5
inv_1            88                5.3
a21o_1           19                2.3
nor2_1           80                4.8
o21bai_1         13                1.6
o211ai_1         11                1.3
inv_2             5               0.30
a21oi_1          97                7.7
a211o_1          10                1.4
a22oi_1           9                1.1
o21ai_0          68                5.4
buf_4             5               0.60
clkbuf_1         25                1.5
dlxtn_1          32                7.6
a31oi_1           8               0.80
ha_1            103                 20
nand2b_1         12                1.2
o31ai_1          14                1.7
==> worst paths after layout <==
check	to	slack [ns]	cells past startpoint
setup / recovery	zero	8.24	15
hold / removal	zero	10.25	6
==> layout make-up <==
type	instances	area share, %
inverters	98	5.01
flip-flops and latches	32	6.52
repair buffers	109	14.5
well taps	211	3.58
multi-input cells	749	70.4
==> where the power goes <==
part / switching (W) / internal [W]
Sequential: 0.000000727 / 0.00000767
Combinational: 0.000110 / 0.0000737
Clock: 0 / 0
==> cell families after synthesis <==
logic type	synth area share [%]
AND-OR/OR-AND	36.4
XOR/XNOR	4.32
adder cells (fa/ha/maj)	21.1
buffers and inverters	9.92
latches	7.64
multiplexers	0.477
AND/OR/NAND/NOR	20.2
==> critical path, stage by stage <==
cell             delay (ns)
clkdlybuf4s50_1        0.54
inv_1                  0.06
ha_1                   0.62
inv_2                  0.14
a21oi_1                0.27
o22ai_1                0.15
a2111oi_0              0.37
nand4_1                0.16
nor4b_1                0.38
o311ai_1               0.16
or4_1                  0.54
or4_1                  0.51
nor4_1                 0.45
and4_1                 0.27
clkdlybuf4s50_1        0.45
==> metrics by stage <==
| stage | setup WS, ns | std cells | total power [W] |
|---|---|---|---|
| after floorplan | 10.10 | 922 | 0.000132 |
| after global placement | 8.42 | 1199 | 0.000191 |
| after detailed placement | 8.34 | 1199 | 0.000189 |
| after CTS | 8.33 | 1199 | 0.000190 |
| after global routing | 7.92 | 1199 | 0.000210 |
| final | 8.24 | 1199 | 0.000192 |
==> routing by layer <==
metal | up-vias | wire length (µm) | GRT usage (%) | share of wire (%)
met2 | 259 | 10500 | 47.3 | 46
met4 | 0 | 583 | 6.02 | 2.5
met1 | 3191 | 10600 | 40.6 | 46
met3 | 32 | 1260 | 2.35 | 5.5
li1 | 3453 | - | - | -
met5 | - | 0 | 0 | 0
Power figures rest on the tool's default switching activity, not on a simulated workload.
